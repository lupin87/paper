`design/flow/config.mk`:
```
export PLATFORM = sky130hd
export DESIGN_NAME = rege
export DESIGN_NICKNAME = rege
export VERILOG_FILES = /design/flow/design.v
export SDC_FILE = /design/flow/constraint.sdc
export NUM_CORES = 4
export LEC_CHECK = 1
export CORE_UTILIZATION = 40
export SYNTH_HDL_FRONTEND = slang
```
`design/flow/constraint.sdc`:
```
current_design rege

set clk_period 101.4
set clk_io_pct 0.2

create_clock -name clk0 -period $clk_period [get_ports {clk}]

set non_clock_inputs [all_inputs -no_clocks]
set_input_delay [expr $clk_period * $clk_io_pct] -clock clk0 $non_clock_inputs
set_output_delay [expr $clk_period * $clk_io_pct] -clock clk0 [all_outputs]
```
`design/flow/design.v`:
```
module rege(regffte_out,regffte_in,regffte_addr,regffte_wren,clk,reset);
output [40:0]regffte_out; 
input [6:0]regffte_addr; 
input [40:0]regffte_in;
input regffte_wren; 
input clk,reset;
parameter WIDTH=127; 
integer i;
reg [40:0] registers[WIDTH:0]; 
assign regffte_out = registers[regffte_addr];
always@(posedge clk or negedge reset)
begin 
  if(reset==0)
    for(i=0;i<WIDTH;i=i+1) 
      begin
        registers[i]<=0;
      end
  else
    if(regffte_wren) 
      registers[regffte_addr]<=regffte_in;
end
endmodule
```
`design/flow/run.sh`:
```
#!/bin/bash
# OpenROAD 26Q1-2900-gdf79404cd8, Yosys 0.63+post, stock flow scripts
make -C /OpenROAD-flow-scripts/flow DESIGN_CONFIG=/design/flow/config.mk WORK_HOME=/design/flow/orfs finish
```
==> run notes <==
Implementation run completed; key figures follow.

Outcome:
- The flow ran to the end, but the final reports show violations.
- The checks that failed: antenna violations.

Worst setup path:
- For the worst setup path, the data arrival time is 27.54 ns.
- The run gives the depth of the most critical reg-to-reg path as 1.
- Setup slack on the worst reg-to-reg path comes out at 100.55 ns.
- In this design, the stage delay of the slowest critical-path cell is 1.08 ns.
- Traced cell by cell, the critical path runs through buf_16 -> buf_4 -> and3b_4 -> buf_4 -> buf_4 -> buf_4 -> buf_4 -> a22oi_1 -> a211oi_1 -> a2111o_1 -> o32ai_1 -> buf_4 -> mux2i_1 -> buf_4 -> clkdlybuf4s50_1.
- The run gives the cell type of the slowest stage on the worst timing path as sky130_fd_sc_hd__mux2i_1.
- The endpoint identified for the worst register-to-register timing path is registers[1030]$_DFFE_PN0P_.
- The run puts the highest net fanout along the worst path at 91.
- The run gives the critical path launch point type as an input port.
- The worst setup path is of the input port to output pin kind.
- STA lists the startpoint of the worst register-to-register path as registers[1030]$_DFFE_PN0P_.
- The run puts the critical path data required time at 81.12 ns.
- The run gives the cell with the most instances on the worst path as sky130_fd_sc_hd__buf_4.
- The worst setup path is captured at an output pin.

Timing:
- The run gives the slew at the pin with the worst max-slew slack as 1.49 ns.
- The run gives the shortest clock period the worst path allows after layout as 47.82 ns.
- In the final report, the number of hold violations comes to 0.
- Timing would allow up to 0.0209 GHz.
- The run puts the relative slew slack at 0.00452.
- Setup repair after global routing left no endpoint under its margin.
- The run gives the worst clock skew as 0 ns.
- The run gives the total of endpoints with negative setup slack in the final report as 0.
- In the final timing run, aggregate negative setup slack is 0 ns.
- The run gives the final number of max-transition violations as 0.
- The run puts the post-route clock period utilization at 0.472.

Yosys:
- The commonest register cell is sky130_fd_sc_hd__dfrtp_1.
- The run puts the tally of unique sky130hd cells used after synthesis at 69.
- The run gives the average footprint of a synthesized cell as 13.3 um2.
- The run puts the number of synthesized flops with an enable pin at 41.
- According to the Yosys statistics, the synthesized design has a chip area of 239000 um2.
- Once synthesis finished, the tally of register bits stood at 5248.
- The run puts the sequential fraction of the synthesis area at 0.551.
- The run puts the total number of yosys warnings at 0.
- The synthesized instance count is 17900.
- The run gives the post-synthesis instance area as 239000 um2.
- The run gives the cell total in the yosys stat output as 17900.
- The run puts the async set or reset register ratio after synthesis at 0.992.

Floorplan:
- The run gives the count of standard-cell rows as 283.
- The run gives the area of the core as 594000 um2.
- The run puts the width of the die at 774 um.
- The run gives the count of pins on the block boundary as 92.
- The run gives the overall die area as 599000 um2.
- The run puts the starting density of the core at 0.402.
- The run gives the height of the chip as 774 um.

CTS:
- Per the CTS log, the maximum H-tree level is 6.
- The run puts the number of hold-repair buffers added at the cts stage at 0.
- The run puts the number of gates resized after cts at 0.
- The run puts the latest clock arrival within the worst-skew pair at 1.09 ns.
- The run gives the number of buffers on the longest clock path as 4.
- The run puts the number of buffers added for setup after CTS at 0.
- The run gives the clock-pin transition on the worst setup and hold timing paths as 0.05 ns.
- The run gives the number of sinks handled by clock tree synthesis as 5248.
- The run gives the clock root buffer as sky130_fd_sc_hd__clkbuf_16.
- In this run, CTS created clock tree buffers numbering 567.
- The run gives the clock tree from TritonCTS as done.

Routing:
- Per the detail_route report, routed wire per instance is 33.4 um.
- Per the post-route antenna check, the number of violating nets is 1.
- The detailed router reported a total wirelength of 858000 um.
- The run gives the number of vias after detailed routing as 160000.
- The run gives the residual DRC count as 0.
- Before antenna repair, the detailed router went through 12 iterations.
- Dividing the detail-routed via count by the number of cells gives 6.23.
- The run puts the initial DRC count at 11400.

Power:
- The run puts the total leakage power at 0.124 uW.
- Total power for the finished layout comes to 4960 uW.
- The flow reported a cell area power density of 18.5 nW/um2.
- The run gives the worst vdd rail ir drop as 0.0179 mV.

GRT:
- The number of antenna violations at the first check in global routing is 84.
- Across every metal layer, demand over resource in global routing totals 0.297.
- The run puts the first-pass GRT wire length at 1240000 um.
- The number of global-route vias before repair was 163000.
- The run puts the maximum number of pins on one net before global-route repair at 130.
- The run puts the total grt overflow at 0.

Layout:
- Compared with the post-synthesis result, the final layout area differs by 12.2%.
- In the final layout, the registers with the most flip-flops are registers x5248.
- Measured on the finished design, the core utilization comes to 0.451.
- The run gives the final instance area as 268000 um2.
- The register with the most flip-flops in the layout has 5248 of them.
- The finished layout holds 25700 standard cells, fillers aside.
- In the final layout, the share of cells above drive strength 1 is 0.427.
- The register with the most flip-flops in the final layout is registers.

Worst hold path:
- Checking hold timing, the worst path is listed with class flip-flop to flip-flop.
- The run gives the destination of the worst hold path as registers[2636]$_DFFE_PN0P_.
- The run gives the worst hold path startpoint as registers[2636]$_DFFE_PN0P_.
- Counting instances, the worst hold path has a depth of 1.

Place:
- The run puts the instance area at placement at 248000 um2.
- The run gives the post-placement cell count as 24600.
- For this run the detailed placement stage logged an HPWL of 533000 um.
- The run puts the last weighted congestion value of the routability-driven placer at 0.919.
- Port buffering added 91 buffers.

Run:
- The run gives the number of maximum-capacitance violations as 0.
- Across all stage logs, warnings added up to 111.
layout make-up:
class                   instances  area, um2
fillers                     52100     326000
flip-flops and latches       5248     132000
multi-input cells           10600      99900
clock buffers                 862      16800
well taps                    7837       9810
repair buffers                880       7100
clock inverters               149       2090
diodes                         93        233
inverters                      21        104
worst max-delay path: cells and delay by family:
family	cells	cell delay (ns)
buf+inv	9	4.23
mux	1	1.08
compound gates	4	0.97
simple gates	1	0.69
cell usage in the layout (no fill, tap or decap), drive strengths merged, types with 33 or more instances in the layout:
cell type      synthesis  routed
a21oi                622     622
clkinv                 0      98
a221o                136     136
nor2b                118     118
mux2                5552    5552
a211oi               114     114
clkbuf              1180     862
buf                  811     838
nor4                  35      35
a221oi               610     610
a22o                 104     104
a22oi                826     826
clkdlybuf4s50          0      42
edfxtp                41      41
nor3                  40      40
o211ai                36      36
o22ai                177     177
diode                  0      93
o221ai                53      53
nor2                 228     228
o22a                  57      57
nor3b                 33      33
a31oi                 59      59
o21ai                483     483
inv                   21      43
mux2i                289     289
mux4                 103     103
nand3                 37      37
o2bb2ai               59      59
dfrtp               5207    5207
nand2                411     411
Yosys cell counts, drive strengths merged, types with 103 or more instances:
master,instances,area [um2]
mux2,5552,62500
dfrtp,5207,130000
clkbuf,1180,4430
a22oi,826,6200
buf,811,3780
a21oi,622,3110
a221oi,610,5340
o21ai,483,2420
nand2,411,1540
mux2i,289,2890
nor2,228,856
o22ai,177,1110
a221o,136,1360
nor2b,118,738
a211oi,114,856
a22o,104,911
mux4,103,2320
metrics by stage:
stage | setup WS, ns | hold slack, ns
global route | 53.63 | 0.503
CTS | 53.89 | 0.497
finish | 53.58 | 0.492
global placement | 53.81 | 0.478
detailed placement | 53.92 | 0.484
floorplan | 58.45 | 0.471
where the power goes:
| part | total, uW | switching (uW) | leakage (uW) | internal, uW |
|---|---|---|---|---|
| clock | 2110 | 899 | 0.00923 | 1210 |
| combinational | 506 | 298 | 0.0440 | 208 |
| sequential | 2340 | 79.8 | 0.0712 | 2260 |
| total | 4960 | 1280 | 0.124 | 3680 |
worst max path at each step:
stage,cells past startpoint,slack [ns],endpoint,start
4_1_cts,15,53.89,regffte_out[15],regffte_addr[0]
5_1_grt,15,53.63,regffte_out[9],regffte_addr[0]
6_report,15,53.58,regffte_out[9],regffte_addr[0]
routing by layer:
layer / up-vias / global-route usage / share of wire
met5: - / 0.00431 / 0.00087
li1: 65900 / - / -
met4: 84 / 0.123 / 0.053
met2: 6757 / 0.417 / 0.43
met1: 85400 / 0.399 / 0.38
met3: 1862 / 0.153 / 0.13
cells by family (layout without fill, tap and decap cells):
family	count (synthesis)	after routing	synth area share
simple gates	1101	1101	0.0230
compound gates	3565	3565	0.107
buf+inv	2012	1912	0.0348
other cells	0	93	0
mux	5944	5944	0.284
flops	5248	5248	0.551
Power figures rest on the tool's default switching activity, not on a simulated workload.
