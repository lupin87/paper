--- design/flow/config.mk ---
export PLATFORM = sky130hd
export DESIGN_NAME = log
export DESIGN_NICKNAME = log
export VERILOG_FILES = /design/flow/design.v
export SDC_FILE = /design/flow/constraint.sdc
export NUM_CORES = 4
export LEC_CHECK = 1
export CORE_UTILIZATION = 30
export SYNTH_HDL_FRONTEND = slang
--- design/flow/constraint.sdc ---
current_design log

set clk_period 2.7
set clk_io_pct 0.2

create_clock -name clk0 -period $clk_period [get_ports {clk}]

set non_clock_inputs [all_inputs -no_clocks]
set_input_delay [expr $clk_period * $clk_io_pct] -clock clk0 $non_clock_inputs
set_output_delay [expr $clk_period * $clk_io_pct] -clock clk0 [all_outputs]
--- design/flow/design.v ---
module cla16log(S,A,B);
parameter WIDTH=16;
input      [WIDTH-1:0]A,B;
output reg [WIDTH:0]S;
reg [WIDTH:0] C;
reg [WIDTH-1:0] G,P;
integer ii;
always @* begin
  C[0]      = 1'b0;
  for(ii=0;ii<WIDTH;ii=ii+1) 
  begin
    G[ii] = A[ii] & B[ii];
    P[ii] = A[ii] ^ B[ii];
    C[ii+1] = G[ii] | (P[ii]&C[ii]);
    S[ii] = P[ii] ^ C[ii];
  end
  S[WIDTH] = C[WIDTH];
end
endmodule
module log(in,out,en,overf,clk,reset);
input [45:0]in; 
input en;
input clk;
input reset;
output [15:0]out; 
output overf;
reg [15:0]out;
reg overf;
reg [15:0]a; 
reg [8:0]b;
wire [15:0]sum; 
reg state;
cla16log cla16log(sum,a,{7'b0,b});
always@(posedge clk or negedge reset) 
begin
if(reset==0)
begin
  out<=0;
  overf<=0;
  a<=0;
  b<=0;
  state<=0;
end
else
begin
  case(state)
  0: 
  begin
    if(en==1)
    begin
      state<=1;
      if(in==0) 
      begin
        overf<=1; 
      end
      else if(in[44]==1) 
      begin
        a<=16'h5800; 
        b<=in[43:35]; 
      end
      else if(in[43]==1) 
      begin
        a<=16'h5600;
        b<=in[42:34];
      end
      else if(in[42]==1) 
      begin
        a<=16'h5400;
        b<=in[41:33];
      end
      else if(in[41]==1) 
      begin
        a<=16'h5200;
        b<=in[40:32];
      end
      else if(in[40]==1) 
      begin
        a<=16'h5000;
        b<=in[39:31];
      end
      else if(in[39]==1) 
      begin
        a<=16'h4e00;
        b<=in[38:30];
      end
      else if(in[38]==1) 
      begin
        a<=16'h4c00;
        b<=in[37:29];
      end
      else if(in[37]==1) 
      begin
        a<=16'h4a00;
        b<=in[36:28];
      end
      else if(in[36]==1) 
      begin
        a<=16'h4800;
        b<=in[35:27];
      end
      else if(in[35]==1) 
      begin
        a<=16'h4600;
        b<=in[34:26];
      end
      else if(in[34]==1) 
      begin
        a<=16'h4400;
        b<=in[33:25];
      end
      else if(in[33]==1) 
      begin
        a<=16'h4200;
        b<=in[32:24];
      end
      else if(in[32]==1) 
      begin
        a<=16'h4000;
        b<=in[31:23];
      end
      else if(in[31]==1) 
      begin
        a<=16'h3e00;
        b<=in[30:22];
      end
      else if(in[30]==1) 
      begin
        a<=16'h3c00;
        b<=in[29:21];
      end
      else if(in[29]==1) 
      begin
        a<=16'h3a00;
        b<=in[28:20];
      end
      else if(in[28]==1) 
      begin
        a<=16'h3800;
        b<=in[27:19];
      end
      else if(in[27]==1) 
      begin
        a<=16'h3600;
        b<=in[26:18];
      end
      else if(in[26]==1) 
      begin
        a<=16'h3400;
        b<=in[25:17];
      end
      else if(in[25]==1) 
      begin
        a<=16'h3200;
        b<=in[24:16];
      end
      else if(in[24]==1) 
      begin
        a<=16'h3000;
        b<=in[23:15];
      end
      else if(in[23]==1) 
      begin
        a<=16'h2e00;
        b<=in[22:14];
      end
      else if(in[22]==1) 
      begin
        a<=16'h2c00;
        b<=in[21:13];
      end
      else if(in[21]==1) 
      begin
        a<=16'h2a00;
        b<=in[20:12];
      end
      else if(in[20]==1) 
      begin
        a<=16'h2800;
        b<=in[19:11];
      end
      else if(in[19]==1) 
      begin
        a<=16'h2600;
        b<=in[18:10];
      end
      else if(in[18]==1) 
      begin
        a<=16'h2400;
        b<=in[17:9];
      end
      else if(in[17]==1) 
      begin
        a<=16'h2200;
        b<=in[16:8];
      end
      else if(in[16]==1) 
      begin
        a<=16'h2000;
        b<=in[15:7];
      end
      else if(in[15]==1) 
      begin
        a<=16'h1e00;
        b<=in[14:6];
      end
      else if(in[14]==1) 
      begin
        a<=16'h1c00;
        b<=in[13:5];
      end
      else if(in[13]==1) 
      begin
        a<=16'h1a00;
        b<=in[12:4];
      end
      else if(in[12]==1) 
      begin
        a<=16'h1800;
        b<=in[11:3];
      end
      else if(in[11]==1) 
      begin
        a<=16'h1600;
        b<=in[10:2];
      end
      else if(in[10]==1) 
      begin
        a<=16'h1400;
        b<=in[9:1];
      end
      else if(in[9]==1) 
      begin
        a<=16'h1200;
        b<=in[8:0];
      end
      else if(in[8]==1) 
      begin
        a<=16'h1000;
        b<={in[7:0],1'b0};
      end
      else if(in[7]==1) 
      begin
        a<=16'he00;
        b<={in[6:0],2'b0};
      end
      else if(in[6]==1) 
      begin
        a<=16'hc00;
        b<={in[5:0],3'b0};
      end
      else if(in[5]==1) 
      begin
        a<=16'ha00;
        b<={in[4:0],4'b0};
      end
      else if(in[4]==1) 
      begin
        a<=16'h800;
        b<={in[3:0],5'b0};
      end
      else if(in[3]==1) 
      begin
        a<=16'h600;
        b<={in[2:0],6'b0};
      end
      else if(in[2]==1) 
      begin
        a<=16'h400;
        b<={in[1:0],7'b0};
      end
      else if(in[1]==1) 
      begin
        a<=16'h200;
        b<={in[0],8'b0};
      end
      else 
      begin
        a<=0;
        b<=0;
      end
    end
  end
  1: 
  begin
    out<=sum;
    overf<=0;
    state<=0;
  end
  endcase
end
end
endmodule
--- design/flow/run.sh ---
#!/bin/bash
# OpenROAD 26Q1-2900-gdf79404cd8, Yosys 0.63+post, stock flow scripts
make -C /OpenROAD-flow-scripts/flow DESIGN_CONFIG=/design/flow/config.mk WORK_HOME=/design/flow/orfs finish
==> flow_summary.toml <==
# flow metrics
[final_timing]
layout_setup_ws_ps = 54.9
fmaxAchievable_mhz = 378
hold_ws_ps = 476
rsz0062_at_grt = "true"
tightestPinTransition_ps = 621
post-route-period-util_pct = 98.0
finalHoldViolCount = 0
finalCriticalPeriod_ps = 2650
slew_violations = 0
skew_ps = 4.44
slew_headroom_pct = 58.6
setup_viol_count_final = 0

[hold_path]
hold_class = "flop to flop"
holdPathStages = 2

[job]
timing.max_cap.violations = 0
warning_count = 26

[critical_path]
crit_arrival_ps = 2840
crit_buf_inv = 3
cp.required_ps = 2900
end_kind = "flop"
r2r.worst_path.cells = 6
cp_num_cells = 8
path_delay_family = "buffers and inverters"
path_cells = "clkdlybuf4s50_1 > inv_1 > buf_4 > a21oi_1 > a31oi_1 > or4_1 > o31a_1 > o21ai_1"
cp_max_fo = 6
path_class = "input port to flop"
crit_path_top_delay_cell = "clkdlybuf4s50_1"
cpPeakStageDelay_ps = 660
startpoint_type = "input port"

[route]
wl_um = 23000
routedWlPerCell_um = 18.2
drt_iter0_drc = 905
drt-vias-per-instance = 5.88
routed-via-count = 7440
antenna_left = 0
n_antenna_cell = 0
dr.pass1.iters = 7
drcViolationCount = 0

[floorplan]
initCoreUtil_pct = 31.1
die_h_um = 134
dieWidth_um = 134
core-area_mm2 = 0.0168
io_pins = 66
chipArea_mm2 = 0.0180
rows = 47

[clock_tree]
clkTransAtPathRegs_ps = 50
cts_tree = "done"
ctsRootBufferMaster = "clkbuf_16"
clockBufferDepth = 2
cts.sinks = 32
postCtsHoldBufs = 0
htree_levels = 2
numCtsBuffers = 5
insertion_delay_ps = 270

[yosys]
netlist_area_mm2 = 0.00524
yosys_cells = 808
yosys-stat-area_mm2 = 0.00524
ff_type = "dfrtp_1"
syn_avg_cell_area_um2 = 6.48
synthCells = 808
ys_warn_count = 0
edf_count = 0
yosysSeqAreaShare_pct = 15.3
synth.distinct_cells = 72
ys_ff = 32
async_reset_ff_share_pct = 100

[outcome]
status = "completed"

[placement]
dp_cells = 1255
hpwl_um = 18200
dpl_cell_area_mm2 = 0.00773
port_buffers = 64
place_ws_ps = -371
routabilityCongestion = 1.02

[final_layout]
post-route-util_pct = 47.7
instances_no_fill = 1265
area.growth.synth_to_final_pct = 53.2
finalInstanceArea_mm2 = 0.00802
drive_above_1_share_pct = 31.0
fillers = 1700

[grt]
antenna_found_initial = 0
grt_pass1_wl_um = 36700
grt_pass1_vias = 6718
grt_start_max_net_pins = 33
overflow = 0
gr-usage-all-layers_pct = 26.1

[pwr]
powerDensity_mw_per_mm2 = 293
ir_drop_v = 0.000381
leakagePower_uw = 0.00329
## worst min-delay path, delay by kind of cell, from the launching register on
kind,cells,cell delay [ps]
DFF,1,330
and+or+nand+nor,1,50
AOI/OAI and AO/OA,1,50
## state kept, by name (all words and copies together), names as in the netlist
register,flops
a,6
overf,1
out,15
state,1
b,9
## where the power goes
group	internal [µW]	total, µW	switching, µW	leakage [µW]
combinational	601	1180	584	0.00283
sequential	565	617	51.8	0.000388
clock	362	545	183	0.0000766
## placed cells by master, fill, tap and decap left out, types with 5 or more instances in the layout
cell	n
o221ai_1	7
nor4_2	6
o311ai_1	6
nand3b_1	8
nor3b_1	13
nand4_1	10
inv_2	10
and3_1	6
o2111ai_1	12
inv_1	23
o311a_1	5
a21o_1	8
o211ai_1	22
clkdlybuf4s50_1	59
buf_12	5
or3_1	6
nand2b_1	10
clkbuf_16	5
a21oi_1	99
o21ai_1	15
dfrtp_1	32
o31ai_1	11
a211oi_1	10
a31oi_1	20
nand2_1	107
nor2b_1	9
mux2_2	15
nor3_1	32
a221oi_1	8
buf_4	252
o311ai_0	16
dlymetal6s2s_1	5
nor2_1	43
nand3_1	17
nor4_1	9
o21ai_0	46
## area by class of cell
| class | instances | area (µm²) | area share, % |
|---|---|---|---|
| Clock inverter | 2 | 10.0 | 0.125 |
| Inverter | 34 | 128 | 1.59 |
| Multi-Input combinational cell | 649 | 4010 | 50.0 |
| Tap cell | 220 | 275 | 3.43 |
| Timing Repair Buffer | 322 | 2660 | 33.1 |
| Sequential cell | 32 | 801 | 9.98 |
| Clock buffer | 6 | 139 | 1.73 |
## worst paths after layout
check | startpoint | endpoint | slack, ps
max | in[21] | b[1]$_DFFE_PN0P_ | 50
min | b[6]$_DFFE_PN0P_ | b[6]$_DFFE_PN0P_ | 480
max reg2reg | state$_DFF_PN0_ | b[5]$_DFFE_PN0P_ | 1010
min reg2reg | b[6]$_DFFE_PN0P_ | b[6]$_DFFE_PN0P_ | 480
max in group asynchronous | reset | b[5]$_DFFE_PN0P_ | 1740
min in group asynchronous | reset | out[1]$_DFFE_PN0P_ | 660
## synthesized netlist by cell type, drive strengths merged (11+ instances only)
cell type	count	area [µm²]
a211oi	11	82.6
a21oi	100	500
a31oi	20	125
buf	39	203
clkbuf	54	203
dfrtp	32	801
inv	32	120
mux2	15	169
nand2	107	402
nand2b	11	71.3
nand3	17	85.1
nor2	49	213
nor3	32	160
nor3b	13	97.6
nor4	15	100
o2111ai	12	105
o211ai	23	178
o21ai	61	305
o311ai	24	210
o31ai	11	82.6
## layer usage
metal  wire, µm  global-route usage (%)  vias up
li1           -                       -     3561
met1      10600                    41.3     3431
met2       9570                    37.2      402
met3       2240                    3.97       46
met4        615                    5.99        0
met5          0                       0        -
## per-stage QoR
| step | total power, µW | TNS [ps] |
|---|---|---|
| after floorplan | 1130 | 0 |
| after global placement | 1770 | -3300 |
| after detailed placement | 1770 | -4350 |
| after CTS | 2320 | 0 |
| after global routing | 2490 | -23.4 |
| final | 2350 | 0 |
## what timing repair did
action	4_1_cts	5_1_grt
resized	3	34
buffers inserted	0	2
pin swaps	0	3
setup endpoints to repair	10	12
## cells by family after synthesis
group | synth area share, %
flops | 15.3
other cells | 0.0716
mux | 3.42
simple gates | 28.4
compound gates | 42.7
buf+inv | 10.2
Power and IR drop assume default switching activity.
